`./constraint.sdc`:
```
current_design IF_stage

set clk_period 7.4
set clk_io_pct 0.2

create_clock -name clk0 -period $clk_period [get_ports {clk}]

set non_clock_inputs [all_inputs -no_clocks]
set_input_delay [expr $clk_period * $clk_io_pct] -clock clk0 $non_clock_inputs
set_output_delay [expr $clk_period * $clk_io_pct] -clock clk0 [all_outputs]
```
`./run.sh`:
```
#!/bin/bash
# OpenROAD 26Q1-2900-gdf79404cd8, Yosys 0.63+post, stock flow scripts
make -C /OpenROAD-flow-scripts/flow DESIGN_CONFIG=/design/flow/config.mk WORK_HOME=/design/flow/orfs finish
```
`./config.mk`:
```
export PLATFORM = sky130hd
export DESIGN_NAME = IF_stage
export DESIGN_NICKNAME = IF_stage
export VERILOG_FILES = /design/flow/design.v
export SDC_FILE = /design/flow/constraint.sdc
export NUM_CORES = 4
export LEC_CHECK = 1
export CORE_UTILIZATION = 30
```
`./design.v`:
```
module IF_stage (
  input clk, rst, freeze, branch_taken, 
  input [31:0] branch_addr,
  output [31:0] PC_out, instruction
);
  reg [31:0] PC;
  reg [31:0] inst_mem [0:46];
  initial begin
		PC = 32'b0;		
    inst_mem[0] = 32'b11100011101000000000000000010100;
    inst_mem[1] = 32'b11100011101000000001101000000001;
    inst_mem[2] = 32'b11100011101000000010000100000011;
    inst_mem[3] = 32'b11100000100100100011000000000010;
    inst_mem[4] = 32'b11100000101000000100000000000000;
    inst_mem[5] = 32'b11100000010001000101000100000100;
    inst_mem[6] = 32'b11100000110000000110000010100000;
    inst_mem[7] = 32'b11100001100001010111000101000010;
    inst_mem[8] = 32'b11100000000001111000000000000011;
    inst_mem[9] = 32'b11100001111000001001000000000110;
    inst_mem[10] = 32'b11100000001001001010000000000101;
    inst_mem[11] = 32'b11100001010110000000000000000110;
    inst_mem[12] = 32'b00010000100000010001000000000001;
    inst_mem[13] = 32'b11100001000110010000000000001000;
    inst_mem[14] = 32'b00000000100000100010000000000010;
    inst_mem[15] = 32'b11100011101000000000101100000001;
    inst_mem[16] = 32'b11100100100000000001000000000000;
    inst_mem[17] = 32'b11100100100100001011000000000000;  
    inst_mem[18] = 32'b11100100100000000010000000000100;
    inst_mem[19] = 32'b11100100100000000011000000001000;
    inst_mem[20] = 32'b11100100100000000100000000001101;
    inst_mem[21] = 32'b11100100100000000101000000010000;  
    inst_mem[22] = 32'b11100100100000000110000000010100;
    inst_mem[23] = 32'b11100100100100001010000000000100;
    inst_mem[24] = 32'b11100100100000000111000000011000; 
    inst_mem[25] = 32'b11100011101000000001000000000100;  
    inst_mem[26] = 32'b11100011101000000010000000000000;
    inst_mem[27] = 32'b11100011101000000011000000000000;
    inst_mem[28] = 32'b11100000100000000100000100000011;  
    inst_mem[29] = 32'b11100100100101000101000000000000;
    inst_mem[30] = 32'b11100100100101000110000000000100;
    inst_mem[31] = 32'b11100001010101010000000000000110;
    inst_mem[32] = 32'b11000100100001000110000000000000;  
    inst_mem[33] = 32'b11000100100001000101000000000100;
    inst_mem[34] = 32'b11100010100000110011000000000001;
    inst_mem[35] = 32'b11100011010100110000000000000011;  
    inst_mem[36] = 32'b10111010111111111111111111110111;
    inst_mem[37] = 32'b11100010100000100010000000000001;
    inst_mem[38] = 32'b11100001010100100000000000000001;
    inst_mem[39] = 32'b10111010111111111111111111110011;  
    inst_mem[40] = 32'b11100100100100000001000000000000;
    inst_mem[41] = 32'b11100100100100000010000000000100;
    inst_mem[42] = 32'b11100100100100000011000000001000;  
    inst_mem[43] = 32'b11100100100100000100000000001100;  
    inst_mem[44] = 32'b11100100100100000101000000010000;
    inst_mem[45] = 32'b11100100100100000110000000010100; 
    inst_mem[46] = 32'b11101010111111111111111111111111;  
	end
  always@(posedge clk, posedge rst)begin
    if(rst)
      PC <= 32'b0;
    else if(!freeze)begin
      if(branch_taken)
        PC <= branch_addr;
      else
        PC <= PC+4;
    end
  end
 	assign instruction = inst_mem[PC>>2];
  assign PC_out = PC+4;
endmodule
```
==> reports/qor.yml <==
critical_path:
  rr_endpoint: "PC[30]"
  endpoint_kind: "output pin"
  cp_slowest_cell: "dfrtp_1"
  critPathMaxFanout: 17
  crit_required_ns: 5.92
  reg2reg_depth: 5
  cp_cell_sequence: "ha_1 -> nand2_1 -> or4_4 -> nor4_2 -> xor2_1 -> clkdlybuf4s50_1"
  arrival_ns: 3.42
  startpoint_type: "flip-flop"
  r2r_slack_ns: 4.61
  critical_path_class: "reg -> out"
  max_stage_delay_ns: 0.71
  path_buffers: 1
  r2r_start: "PC[3]"
  cp_top_family: "simple AND/OR/NAND/NOR gates"
global_route:
  grt_max_degree: 64
  overflow: 0
  grt_pass1_vias: 3667
  antenna_found_initial: 0
  grt_pass1_wl_um: 19640
  grt_use_total_pct: 19.09
synth:
  synth_area_per_cell_um2: 7.411
  edf_count: 0
  top_cells_by_count: "nand2_1, clkbuf_1, o21ai_0, dfrtp_1, nor2_1"
  ys_async_sr_fraction_pct: 100.0
  yosys-stat-cells: 507
  yosys.area.top_type_share_pct: 21.31
  ys_seq_share_pct: 21.31
  top_cells_by_area: "dfrtp_1, nand2_1, o21ai_0, clkbuf_1, a22oi_1"
  netlist_instances: 507
  synth_flops: 32
  yosys.stat.chipArea_um2: 3757
  yosysTopAreaCell: "dfrtp_1"
  top_cell: "nand2_1"
  ys_types: 66
  syn_area_um2: 3757
  ys_warn_count: 1
  ys.flop_type: "dfrtp_1"
final_timing:
  tightest_slew_ns: 0.7561
  skew_ns: 0.01218
  hold_violations: 0
  slew_headroom_pct: 49.13
  setup_viol_count_final: 0
  tns_ns: 0
  hold_ws_ns: 0.5062
  post-route-min-period_ns: 4.899
  rsz0062_at_grt: "no"
  finalCritPeriodShare_pct: 66.20
  max_freq_mhz: 204.1
  slew_viol_final: 0
final_layout:
  register_area_um2: 802.0
  design_area_um2: 4897
  final_cells: 729
  drive_gt1_share_pct: 5.348
  comb_area_um2: 2620
  regMostFlops: "PC"
  reg.largest.list: "PC: 32 flops"
  fillerInstances: 1237
  area_growth_pct: 30.34
  largest_reg_flops: 32
drt:
  routed_via_density: 5.610
  ant_nets: 0
  wl_per_cell_um: 17.01
  wl_um: 12400
  via_count: 4090
  drtPass1Iterations: 5
  n_antenna_cell: 0
  drc: 0
  drt_iter0_drc: 386
power_and_ir_drop:
  p_leak_uw: 0.001770
  ir_worst_vdd_v: 0.00007413
  power.density_nw_per_um2: 195.6
  p_total_uw: 957.8
floorplanning:
  io_pins: 100
  die_width_um: 113.9
  rows: 40
  die_area_um2: 12980
  die_y_um: 113.9
  fp_util_pct: 31.02
  core_um2: 12110
clocking:
  post_cts_resized: 0
  h-tree-depth: 2
  cts.sinks: 32
  cts_tree: "built"
  postCtsHoldBufs: 0
  cts_made_buffers: 5
  clock.latency.late_pin_ns: 0.28
  cts.reportedPaths.clkPinSlew_ns: 0.05
  cts.path.max_buffers: 2
  cts_root_buf: "clkbuf_16"
  post-cts-setup-buffers: 0
min_path:
  timing.hold.worst.start: "PC[1]"
  hold_path.class: "reg -> reg"
  min_to: "PC[1]"
  min_path_cells: 1
placed_design:
  dp_hpwl_um: 8591
  dp.cells: 721
  dpl-instance-area_um2: 4747
  portBuffers: 99
  gp_congestion: 0.9366
flow_run:
  tool_warnings: 31
  drv_cap: 0
outcome:
  status: "finished, final reports clean"
-- placed cells by master, fill, tap and decap left out, drive strengths merged, types with 3 or more instances in the layout --
cell and count:
o311ai 9, a21boi 4, a31oi 8, clkbuf 7
buf 8, o211ai 16, o2bb2ai 5, inv 15
a21o 4, or3 3, nand3 22, o22ai 5
mux2 4, nor2b 6, o21ai 33, and2 4
nor3b 4, mux2i 11, a221oi 4, o21bai 3
xnor2 15, a21oi 24, nand4 10, nor3 14
nor2 30, a22oi 19, clkdlybuf4s50 99, a211oi 8
xor2 11, or4 9, nand2b 14, a22o 4
and4 4, and3 6, nand2 44, nor4 8
ha 8, dfrtp 32
-- metrics by stage --
| step | worst slack (ns) | utilization, % |
|---|---|---|
| 2_1_floorplan | 3.844 | - |
| 3_3_place_gp | 2.939 | 39.19 |
| 3_5_place_dp | 2.837 | 39.19 |
| 4_1_cts | 2.533 | 40.43 |
| 5_1_grt | 2.248 | 40.43 |
| 6_report | 2.501 | 40.43 |
-- per-layer routing --
layer,up-vias,GRT usage [%],share of wire [%]
met5,-,0,0
met1,1958,29.78,47
li1,1983,-,-
met4,0,1.991,1.1
met3,12,2.761,6.1
met2,137,29.23,45
-- cell type report --
class                           instances  area share, %
Clock buffer                            7          2.913
Timing Repair Buffer                  107          21.46
Inverter                               17          1.303
Clock inverter                          1         0.1533
Sequential cell                        32          16.38
Multi-Input combinational cell        397          53.50
Tap cell                              168          4.292
-- worst max path at each step --
stage	start	to	slack [ns]	cells after the start
4_1_cts	PC[3]	PC_out[30]	2.53	6
5_1_grt	PC[2]	PC_out[26]	2.25	6
6_report	PC[3]	PC_out[30]	2.50	6
-- cells by family (layout without fill, tap and decap cells) --
group                      Yosys count  in the layout  share of synthesized area [%]
and+or+nand+nor                    184            184                          26.51
AOI/OAI and AO/OA                  163            163                          29.77
buffers and inverters               78            132                          8.957
DFF                                 32             32                          21.31
xor gates and xnor gates            26             26                          6.061
muxes                               16             16                          4.729
adders and majority gates            8              8                          2.664
-- power breakdown --
part / total, uW / internal [uW] / switching, uW / leakage [uW]
Sequential: 249 / 201 / 48.1 / 0.000379
Clock: 211 / 134 / 77.0 / 0.0000701
Combinational: 498 / 259 / 238 / 0.00132
Total: 958 / 594 / 363 / 0.00177
Power is estimated from default activity; no workload was simulated.
