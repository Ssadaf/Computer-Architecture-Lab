[design/flow/config.mk]
export PLATFORM = sky130hd
export DESIGN_NAME = register_file
export DESIGN_NICKNAME = register_file
export VERILOG_FILES = /design/flow/design.v
export SDC_FILE = /design/flow/constraint.sdc
export NUM_CORES = 4
export LEC_CHECK = 1
export CORE_UTILIZATION = 40
[design/flow/constraint.sdc]
current_design register_file

set clk_period 7.2
set clk_io_pct 0.2

create_clock -name clk0 -period $clk_period [get_ports {clk}]

set non_clock_inputs [all_inputs -no_clocks]
set_input_delay [expr $clk_period * $clk_io_pct] -clock clk0 $non_clock_inputs
set_output_delay [expr $clk_period * $clk_io_pct] -clock clk0 [all_outputs]
[design/flow/design.v]
module register_file(
  input clk, rst,
  input [3:0] src1, src2, dest_wb,
  input[31:0] result_wb,
  input wb_en,
  output [31:0] reg1, reg2
);
  reg [31:0] reg_file [0:14];
  integer index;
  initial begin
		for(index = 0; index < 15; index = index + 1) begin
      reg_file[index] = index;
    end
	end
  assign reg1 = reg_file[src1];
  assign reg2 = reg_file[src2];
  always@(negedge clk)begin
    if(wb_en)begin
        reg_file[dest_wb] <= result_wb;
    end
  end
endmodule
[design/flow/run.sh]
#!/bin/bash
# OpenROAD 26Q1-2900-gdf79404cd8, Yosys 0.63+post, stock flow scripts
make -C /OpenROAD-flow-scripts/flow DESIGN_CONFIG=/design/flow/config.mk WORK_HOME=/design/flow/orfs finish
==> impl_metrics.toml <==
# synthesis and place-and-route metrics
[status]
status = "finished with violations"
violations = "negative setup slack"

[cells_and_area]
lay_top_count = "inv_1"
fillers = 4282
area_growth_pct = 25.88
top_regs = "reg_file x480"
largest_register_ffs = 480
combGateArea_mm2 = 0.007053
lay_top_cells = "494 x inv_1, 480 x edfxtp_1, 192 x mux4_2"
finalInstanceArea_mm2 = 0.02746
largest-register = "reg_file"
layout-drive-gt1-share = 0.2381
regArea_mm2 = 0.01441

[min_path]
hp-class = "primary input to output pin"

[logic_synthesis]
top_logic_kind = "multiplexers"
area_leaders = "edfxtp_1 66%, mux4_2 20%, a221o_1 2.9%"
xor_share = 0
avgSynthCellArea_um2 = 19.53
muxShareOfSynthArea = 0.2276
ys_warn_count = 1
numSynthFlops = 480
syn_inst = 1117
synth_top_area_share = 0.6607
simple_gate_area_frac = 0.01795
aoi_share = 0.06974
ys_cells = 1117
yosys_area_mm2 = 0.02182
synth-adder-area-share = 0
seq_area_frac_synth = 0.6607
ys_types = 22
syn_area_mm2 = 0.02182
synth_top_cell_by_area = "edfxtp_1"

[clock_tree]
h-tree-depth = 2
cts-root-buf = "clkbuf_16"
cts.sinks = 480
cts.clk_slew.worst_paths_ns = 0.03
cts_buffers = 53
tritoncts = "yes"
clockBufferDepth = 3

[timing]
fin_tns_setup_ns = -0.6814
max-slew-margin-rel = 0.4274
rsz0062_at_grt = "true"
timing.hold.ws_ns = 3.614
fin_ws_ns = -0.1718
finalHoldViolations = 0
setup_viol_count_final = 19
worstMarginPinSlew_ns = 0.8589
slew_violations = 0

[routing]
vias_per_cell = 5.519
drtAntennaViolNets = 0
dr.pass1.iters = 4
num_vias = 13570
routedWlPerCell_um = 23.17
drc = 0
drt_iter0_markers = 593
wl_um = 56940

[critical_path]
worst_path_max_delay_cell = "mux4_2"
critPathMaxStageDelay_ns = 0.47
crit_required_ns = 5.76
crit_chain = "buf_4, mux4_2, a22o_1, a221o_1, buf_2"
criticalPathCategory = "register to output pin"
critPathMaxFanout = 2
arrival_ns = 5.93
crit_path_end_kind = "output pin"
critical_path.startpoint_type = "register"

[global_routing]
antenna_found_initial = 3
grt_overflow_total = 0
grt_use_total = 0.2321
grt_pass1_wl_um = 86830
grt_pass1_vias = 15980
grt_max_degree = 74

[floorplanning]
fp_util = 0.4054
core_mm2 = 0.05381
io_pins = 111
dieWidth_um = 235.5
die_y_um = 235.5
core.rowCount = 85
dieArea_mm2 = 0.05548

[power]
p_per_area_mw_per_mm2 = 273.1
peakVddDrop_mv = 0.1774
p_leak_uw = 0.01098

[run]
cap_violations = 0
warning_count = 509

[place]
numPortBuffers = 109
place_congestion = 0.8101
place_area_mm2 = 0.02415
hpwl_um = 30620
layout make-up:
type	count	share of cell area
Sequential cell	480	0.5249
Multi-Input combinational cell	542	0.2568
Clock inverter	522	0.08310
Timing Repair Buffer	163	0.05504
Clock buffer	53	0.04829
Tap cell	696	0.03171
Antenna cell	2	0.0001822
layer usage:
| layer | global-route usage | wire length [µm] | vias to the layer above |
|---|---|---|---|
| met5 | 0.009524 | 79 | - |
| met4 | 0.09408 | 1497 | 4 |
| met3 | 0.1889 | 8696 | 109 |
| met2 | 0.3312 | 27660 | 852 |
| met1 | 0.2563 | 19000 | 6546 |
| li1 | - | - | 6055 |
cells in the mapped netlist:
master	number
nand2b_1	2
buf_2	14
nor2b_1	4
nor2_1	13
edfxtp_1	480
buf_6	14
inv_1	1
and2_1	2
clkbuf_1	47
o21ai_0	4
a22o_1	64
buf_1	7
or3b_2	1
buf_4	12
mux4_2	192
mux2i_1	64
a221o_1	64
nand3_1	1
nand2_1	65
nand3b_1	2
o21ai_1	60
nor3_1	4
where the power goes:
group / switching [µW] / internal, µW
Sequential: 21.2 / 3160
Combinational: 284 / 259
Clock: 1720 / 2050
Total: 2030 / 5470
logic make-up after synthesis:
family / after synthesis
buf+inv: 95
flops: 480
compound gates: 192
mux: 256
simple gates: 94
critical path, delay by kind of cell (launching register included):
kind            cells  cell delay (ns)
flops               1             0.37
buf+inv             2             0.27
mux                 1             0.47
compound gates      2             0.59
worst paths after layout:
check	startpoint	endpoint	slack (ns)	depth (start not counted)
max	reg_file[7][6]	reg1[6]	-0.17	5
min	src2[1]	reg2[30]	3.61	4
what timing repair did:
action,CTS,global route
setup buffers,3,0
hold buffers,0,0
gates resized,196,0
setup endpoints to repair,64,64
metrics by stage:
stage / setup slack (ns) / util / total power, µW / instances
4_1_cts: -0.1632 / 0.5102 / 7644 / 2456
2_1_floorplan: -0.1681 / - / 3925 / 1117
5_1_grt: -0.2304 / 0.5103 / 8010 / 2457
3_5_place_dp: 0.2048 / 0.4488 / 4198 / 1879
6_report: -0.1718 / 0.5103 / 7499 / 2458
3_3_place_gp: 0.1996 / 0.4488 / 4193 / 1879
Power and IR drop assume default switching activity.
