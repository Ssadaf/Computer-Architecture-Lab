$ cat flow/run.sh
#!/bin/bash
# OpenROAD 26Q1-2900-gdf79404cd8, Yosys 0.63+post, stock flow scripts
make -C /OpenROAD-flow-scripts/flow DESIGN_CONFIG=/design/flow/config.mk WORK_HOME=/design/flow/orfs finish
$ cat flow/config.mk
export PLATFORM = sky130hd
export DESIGN_NAME = mem_stage
export DESIGN_NICKNAME = mem_stage
export VERILOG_FILES = /design/flow/design.v
export SDC_FILE = /design/flow/constraint.sdc
export NUM_CORES = 4
export LEC_CHECK = 1
export CORE_UTILIZATION = 50
$ cat flow/constraint.sdc
current_design mem_stage

set clk_period 40.4
set clk_io_pct 0.2

create_clock -name clk0 -period $clk_period [get_ports {clk}]

set non_clock_inputs [all_inputs -no_clocks]
set_input_delay [expr $clk_period * $clk_io_pct] -clock clk0 $non_clock_inputs
set_output_delay [expr $clk_period * $clk_io_pct] -clock clk0 [all_outputs]
$ cat flow/design.v
module mem_stage (
  input clk, rst,
  input [31:0] PC_in, ALU_result, val_Rm,
  input mem_read, mem_write,
  output [31:0] PC_out, mem_result,
  output reg [31:0] wb_result
);
  always @(*) begin
    if(mem_read)begin
      wb_result <= mem_result;
    end
    else begin
      wb_result <= ALU_result;
    end
  end
  assign PC_out = PC_in;
  memory mem(clk, mem_read, mem_write, ALU_result, val_Rm, mem_result);
endmodule
module memory(
  input clk, mem_read, mem_write,
  input [31:0] address, data_write,
  output reg [31:0] data_read
);
  reg [31:0] mem [0:63];  
  always@(*)begin
    if(mem_read)
      data_read <= mem[(address-1024)>>2];
    else
      data_read <= 0;
  end
  always@(posedge clk)begin
    if(mem_write)begin
        mem[(address-1024)>>2] <= data_write;
    end
  end
endmodule
==> notes.md <==
run results: grt total ovfl=0, WL per Instance=34.00 microns, Setup TNS Final=0 ps, crit path to=wb_result[20], Routed WL=235.1 mm, Max VDD drop=0.04213 mV, number of enable flip-flop cells=2,048, Placeable Area=156,800 sq um, GRT Total Usage=0.3331, Die Ht=399.9 microns, RSZ-0062 raised after global routing=false, critical path capture point type=output port, port bufs=130, vias in the first global route=46,460, status=completed, LEAKAGE=27.74 nW, fmax=47.67 MHz, clock-pin transition on the worst setup and hold timing paths=50 ps, Synth Seq Share=0.7767, Starting DRT DRC Count=3,012, max_slew headroom=0.3182, Gate Count Post-Synth=4,512, main flop type=edfxtp_1, FILL cells=11,560, H-tree Lvls=4, Final Cycle Share=0.5192, area reported by Yosys stat=79,180 sq um, setup bufs post-CTS=0, tool warnings=27, worst-path fanout max=53, flops out of synthesis=2,048, Max Cap Viol=0, Cell Rows=145, floorplan core density=0.5051, drt drc=0, Die Area=159,900 sq um, critical path launch point=ALU_result[2], Die X=399.9 microns, CTS tree=built, type of the worst setup path=in -> out, # setup viols final=0, Power per Cell Area=48.88 nW/um^2, Clock Tree Root=clkbuf_16, Final ANT Viol Nets=0, Largest register FFs=2,048, antenna violations before repair=9, placed wire-length estimate=129.7 mm, routability cong.=0.8827, Reg with most FFs=mem.mem, Synth Cell Area=79,180 sq um, Post-CTS Resized=0, ys async rst share=0, drt pass-1 iters=7, clock tree buffer depth=3, hold_ws=7451 ps, Boundary Pins=196, startpoint types=input pin, Area Growth Syn to Fin=12.99%, Via density=6.523, CTS Buf Count=203, Unique cell types=82, min-delay src=val_Rm[4], Post-Synthesis Mean Instance Area=17.55 sq um, Fin. Hold Viols=0, global-route wire length before repair=332.3 mm, largest net degree at the start of global routing=91, Hold Crit Class=in -> reg, hold-fix buffers at CTS=0, via count=45,100, Synth Warn #=2, min Tclk post-route=20,980 ps, CTS sink count=2,048, largest registers=mem.mem: 2048 flops, max-slew violation count=0, share of cells above drive strength 1=0.1609, critical path arrival=12,900 ps, worst path required time=32,320 ps, yosys stat cell total=4,512, measured slew at the worst slew-check pin=996.9 ps
## cells in the final DEF, fill, tap and decap left out, types with 20 or more instances in the layout
cell / Yosys / layout
mux4_2: 28 / 28
clkbuf_1: 160 / 53
buf_4: 51 / 234
nand2b_1: 22 / 20
a21oi_1: 140 / 140
nor4_1: 51 / 49
a221oi_1: 93 / 93
or3b_2: 63 / 63
a22oi_1: 480 / 480
clkinv_2: 0 / 30
mux2i_1: 168 / 168
nand3b_1: 76 / 76
mux2_2: 36 / 36
edfxtp_1: 2048 / 2048
nor2_4: 0 / 67
clkbuf_16: 0 / 207
clkdlybuf4s50_1: 0 / 91
nand3_1: 65 / 65
clkinv_1: 0 / 52
a221o_1: 22 / 22
o22ai_1: 159 / 159
buf_2: 113 / 36
a31oi_1: 59 / 59
a22o_1: 81 / 81
a2111oi_0: 22 / 22
nand2_1: 33 / 33
o22a_1: 79 / 79
nor2_1: 146 / 80
## critical path, stage by stage
cell             delay, ps
buf_6                  370
buf_4                  450
nor2b_4                 60
buf_4                  340
buf_4                  420
a22o_1                 320
a2111o_1               440
a2111oi_2              810
nand4_1                640
mux2_2                 480
clkdlybuf4s50_1        410
## area by class of cell
cell class	count	area (sq um)	share of cell area
tap	2058	2575	0.02878
multi-input combinational	2070	16230	0.1814
timing repair buffer	367	2949	0.03296
antenna	2	5.005	0.00005594
clock inverter	103	800.8	0.008951
clock buffer	260	5379	0.06012
sequential	2048	61500	0.6874
inverter	6	22.52	0.0002517
## layer usage
| layer | up-vias | track usage | share of wire | wire length, microns |
|---|---|---|---|---|
| li1 | 19200 | - | - | - |
| met1 | 22200 | 0.4245 | 0.32 | 75030 |
| met2 | 3138 | 0.4600 | 0.45 | 106500 |
| met3 | 540 | 0.2495 | 0.18 | 41370 |
| met4 | 25 | 0.1188 | 0.049 | 11540 |
| met5 | - | 0.02542 | 0.0027 | 638 |
## stage by stage
step | util | instances | area [sq um] | worst slack (ps) | power, W
floorplan | - | 4512 | 79180 | 22550 | 0.002517
global placement | 0.5313 | 6549 | 83280 | 19590 | 0.002645
detailed placement | 0.5313 | 6549 | 83280 | 19570 | 0.002648
CTS | 0.5707 | 6912 | 89460 | 19500 | 0.004396
global route | 0.5707 | 6913 | 89460 | 19350 | 0.004486
finish | 0.5707 | 6914 | 89460 | 19420 | 0.004373
## synth_stat cells (all sizes together) (8+ instances only)
cell / number / area, sq um
edfxtp: 2048 / 61500
a22oi: 480 / 3603
buf: 228 / 1464
mux2i: 168 / 1682
clkbuf: 160 / 600.6
o22ai: 159 / 994.7
nor2: 147 / 554.3
a21oi: 140 / 700.7
a221oi: 94 / 829.5
a22o: 81 / 709.4
o22a: 79 / 691.9
nand3b: 76 / 570.6
nand3: 66 / 335.3
or3b: 63 / 551.8
a31oi: 59 / 369.1
nor4: 54 / 356.6
mux2: 44 / 506.7
nand2: 33 / 123.9
mux4: 28 / 630.6
a2111oi: 23 / 207.7
a221o: 22 / 220.2
nand2b: 22 / 137.6
o21ai: 21 / 105.1
and3: 19 / 118.9
o2111ai: 19 / 166.4
o31ai: 17 / 127.6
nor3: 16 / 80.08
or3: 13 / 81.33
a222oi: 10 / 100.1
nand4bb: 8 / 90.09
nor2b: 8 / 50.05
o221ai: 8 / 70.07
## worst min path at each step
| stage | depth (start not counted) | slack [ps] | endpoint |
|---|---|---|---|
| global route | 1 | 7420 | mem.mem[33][4]$_DFFE_PP_ |
| finish | 1 | 7450 | mem.mem[33][4]$_DFFE_PP_ |
| CTS | 1 | 7400 | mem.mem[33][4]$_DFFE_PP_ |
## logic make-up after synthesis
kind of cell | Yosys count | share of synthesized area
AOI/OAI and AO/OA | 1261 | 0.1179
buffers and inverters | 394 | 0.02636
DFF | 2048 | 0.7767
muxes | 240 | 0.03560
and+or+nand+nor | 569 | 0.04339
## report_power, final
group / internal [W] / switching [W]
Combinational: 0.0000767 / 0.000172
Sequential: 0.00235 / 0.00000293
Clock: 0.000993 / 0.000776
Total: 0.00342 / 0.000950
Power and IR drop assume default switching activity.
